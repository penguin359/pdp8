### ./run.sh
#!/bin/bash
# OpenROAD 26Q1-2900-gdf79404cd8, Yosys 0.63+post, stock flow scripts
make -C /OpenROAD-flow-scripts/flow DESIGN_CONFIG=/design/flow/config.mk WORK_HOME=/design/flow/orfs finish
### ./config.mk
export PLATFORM = sky130hd
export DESIGN_NAME = cpu
export DESIGN_NICKNAME = cpu
export VERILOG_FILES = /design/flow/design.v
export SDC_FILE = /design/flow/constraint.sdc
export NUM_CORES = 4
export LEC_CHECK = 1
export CORE_UTILIZATION = 30
### ./constraint.sdc
current_design cpu

set clk_period 5.3
set clk_io_pct 0.2

create_clock -name clk0 -period $clk_period [get_ports {clk}]

set non_clock_inputs [all_inputs -no_clocks]
set_input_delay [expr $clk_period * $clk_io_pct] -clock clk0 $non_clock_inputs
set_output_delay [expr $clk_period * $clk_io_pct] -clock clk0 [all_outputs]
### ./design.v
module cpu(
    input clk,
    input nrst,
    input [11:0] swreg,
    input [1:0] dispsel,
    input run,
    input loadpc,
    input step,
    input deposit,
    output [11:0] dispout,
    output linkout,
    output halt,
    output bit1_cp2,
    output bit2_cp3,
    output [2:0] io_address,
    output [7:0] dataout,
    input skip_flag,
    input clearacc,
    input [7:0] datain,
    output reg [11:0] address,
    output reg [11:0] write_data,
    output write_enable,
    output mem_load,
    input [11:0] read_data,
    input mem_ready
);
localparam ac_none       = 3'd0;
localparam ac_and_md     = 3'd1;
localparam ac_add_md     = 3'd2;
localparam ac_zero       = 3'd3;
localparam ac_uc         = 3'd4;
localparam ac_iot        = 3'd5;
localparam pc_none       = 3'd0;
localparam pc_data       = 3'd1;
localparam pc_ma         = 3'd2;
localparam pc_ma1        = 3'd3;
localparam pc_incr       = 3'd4;
localparam skip_none     = 2'd0;
localparam skip_md_clear = 2'd1;
localparam skip_uc       = 2'd2;
localparam skip_iot      = 2'd3;
localparam addr_none     = 2'd0;
localparam addr_ma       = 2'd1;
localparam addr_pc       = 2'd2;
localparam addr_ea       = 2'd3;
localparam data_none     = 3'd0;
localparam data_ac       = 3'd1;
localparam data_md       = 3'd2;
localparam data_pc       = 3'd3;
localparam data_pc1      = 3'd4;
localparam iot_none      = 1'd0;
localparam iot_en        = 1'd1;
localparam ir_none       = 1'd0;
localparam ir_data       = 1'd1;
localparam ma_none       = 2'd0;
localparam ma_data       = 2'd1;
localparam ma_ea         = 2'd2;
localparam md_none       = 2'd0;
localparam md_data       = 2'd1;
localparam md_data1      = 2'd2;
reg [12:0] link_ac = 0;
wire [11:0] ac;
wire link;
reg [11:0] ir = 0;
reg [11:0] ma = 0;
reg [11:0] md = 0;
reg [11:0] ea;
reg [11:0] pc = 0;
reg skip;
localparam integer ZBit = 7;
localparam integer IBit = 8;
localparam integer UcGroup1Bit = 8;
localparam integer UcGroup2Bit = 0;
localparam integer Group1 = 2'd0;
localparam integer Group2 = 2'd1;
localparam integer Group3 = 2'd2;
wire [1:0] uc_group;
localparam integer ClaBit = 7;
localparam integer CllBit = 6;
localparam integer CmaBit = 5;
localparam integer CmlBit = 4;
localparam integer RarBit = 3;
localparam integer RalBit = 2;
localparam integer BswBit = 1;
localparam integer IacBit = 0;
localparam integer SmaBit = 6;
localparam integer SzaBit = 5;
localparam integer SnlBit = 4;
localparam integer AndBit = 3;
localparam integer OsrBit = 2;
localparam integer HltBit = 1;
localparam integer MqaBit = 6;
localparam integer ScaBit = 5;
localparam integer MqlBit = 4;
wire en_cla;
wire en_cll;
wire en_cma;
wire en_cml;
reg en_rar;
reg en_ral;
reg en_rtr;
reg en_rtl;
reg en_bsw;
wire en_iac;
wire en_sma;
wire en_sza;
wire en_snl;
wire en_and;
wire [12:0] uc1_stage1;
wire [12:0] uc1_stage2;
wire [12:0] uc1_stage3;
wire [12:0] uc1_stage4;
wire [12:0] uc2_stage1;
wire uc2_skip;
reg [12:0] uc_link_ac;
reg uc_skip;
wire [2:0] sel_ac;
wire [2:0] sel_pc;
wire [1:0] sel_skip;
wire [1:0] sel_addr;
wire [2:0] sel_data;
wire [0:0] sel_iot;
wire [0:0] sel_ir;
wire [1:0] sel_ma;
wire [1:0] sel_md;
wire md_clear;
wire iot_skip2;
wire [2:0] iot_bits;
wire mem_read, mem_write;
    state inst_state(
        .clk(clk),
        .run(1'b1),
        .opcode(ir[11:9]),
        .indirect(ir[IBit]),
        .sel_ac(sel_ac),
        .sel_pc(sel_pc),
        .sel_skip(sel_skip),
        .sel_addr(sel_addr),
        .sel_data(sel_data),
        .sel_iot(sel_iot),
        .sel_ir(sel_ir),
        .sel_ma(sel_ma),
        .sel_md(sel_md),
        .mem_read(mem_read),
        .mem_write(mem_write),
        .mem_valid(mem_ready),
        .halted(halt)
    );
    always @* case(sel_addr)
        addr_ea:  address = ea;
        addr_ma:  address = ma;
        addr_pc:  address = pc;
        default:  address = ea;
    endcase
    always @* case(sel_data)
        data_ac:  write_data = ac;
        data_md:  write_data = md;
        data_pc1:  write_data = pc+1;
        default:  write_data = ea;
    endcase
    reg [11:7] page;
    always @*
    begin
        if(ir[ZBit] == 1'b1)
            page = pc[11:7];
        else
            page = 5'b0;
        ea <= {page, ir[6:0]};
    end
    always @(posedge clk)
    begin
        if(sel_pc == pc_data)
            pc <= read_data;
        else if(sel_pc == pc_ma)
            pc <= ma;
        else if(sel_pc == pc_ma1)
            pc <= ma + 1;
        else if(sel_pc == pc_incr) begin
            if(skip == 1'b1)
                pc <= pc + 12'd2;
            else
                pc <= pc + 12'd1;
        end
    end
    always @(posedge clk)
    begin
        if(sel_ac == ac_and_md)
            link_ac <= link_ac & {1'b1, md};
        else if(sel_ac == ac_add_md)
            link_ac <= link_ac + {1'b0, md};
        else if(sel_ac == ac_zero)
            link_ac <= {link, 12'b000000000000};
        else if(sel_ac == ac_uc)
            link_ac <= uc_link_ac;
        else if(sel_ac == ac_iot) begin
            if(clearacc)
                link_ac <= {link, 4'b0000, datain};
            else
                link_ac <= {link, ac | {4'b0000, datain}};
        end
    end
    always @(posedge clk)
    begin
        if(sel_ir == ir_data)
            ir <= read_data;
    end
    always @(posedge clk)
    begin
        if(sel_ma == ma_data)
            ma <= read_data;
        else if(sel_ma == ma_ea)
            ma <= ea;
    end
    always @(posedge clk)
    begin
        if(sel_md == md_data)
            md <= read_data;
        else if(sel_md == md_data1)
            md <= read_data + 1;
    end
    assign md_clear = (md == 12'b0) ? 1'b1 : 1'b0;
    assign iot_skip2 = (skip_flag && ir[0] == 1'b1) ? 1'b1 : 1'b0;
    always @* case(sel_skip)
        skip_md_clear:  skip = md_clear;
        skip_uc:        skip = uc_skip;
        skip_iot:       skip = iot_skip2;
        default:        skip = 1'b0;
    endcase
    assign uc_group = (ir[UcGroup1Bit] == 1'b0) ? Group1 :
                      (ir[UcGroup2Bit] == 1'b0) ? Group2 :
                      Group3;
    assign en_cla = ir[ClaBit];
    assign en_cll = ir[CllBit];
    assign en_cma = ir[CmaBit];
    assign en_cml = ir[CmlBit];
    assign en_iac = ir[IacBit];
    assign en_sma = ir[SmaBit];
    assign en_sza = ir[SzaBit];
    assign en_snl = ir[SnlBit];
    assign en_and = ir[AndBit];
    always @(ir[RarBit:BswBit])
    begin
        en_rar <= 1'b0;
        en_rtr <= 1'b0;
        en_ral <= 1'b0;
        en_rtl <= 1'b0;
        en_bsw <= 1'b0;
        case(ir[RarBit:BswBit])
            3'b100: en_rar <= 1'b1;
            3'b101: en_rtr <= 1'b1;
            3'b010: en_ral <= 1'b1;
            3'b011: en_rtl <= 1'b1;
            3'b001: en_bsw <= 1'b1;
            default: ;
        endcase
    end
    assign uc1_stage1[11:0] = en_cla ? 12'b0 : ac;
    assign uc1_stage1[12]   = en_cll ?  1'b0 : link;
    assign uc1_stage2[11:0] = en_cma ? ~uc1_stage1[11:0] : uc1_stage1[11:0];
    assign uc1_stage2[12]   = en_cml ? ~uc1_stage1[12]   : uc1_stage1[12];
    assign uc1_stage3 = en_iac ? uc1_stage2 + 1 : uc1_stage2;
    assign uc1_stage4 = en_ral ? {uc1_stage3[11:00], uc1_stage3[12:12]} :
                        en_rtl ? {uc1_stage3[10:00], uc1_stage3[12:11]} :
                        en_rar ? {uc1_stage3[00:00], uc1_stage3[12:01]} :
                        en_rtr ? {uc1_stage3[01:00], uc1_stage3[12:02]} :
                        en_bsw ? {uc1_stage3[12]   , uc1_stage3[5:0], uc1_stage3[11:6]} :
                        uc1_stage3;
    assign uc2_stage1[11:0] = en_cla ? 12'b0 : ac;
    assign uc2_stage1[12] = link;
    assign uc2_skip = ((en_sma && ac[11] == 1'b1) ||
                       (en_sza && ac == 12'b0) ||
                       (en_snl && link)) ^
                      en_and ? 1'b1 : 1'b0;
    always @(uc_group, uc1_stage4, uc2_stage1, uc2_skip, link_ac)
    begin
        case(uc_group)
            Group1: begin
                uc_link_ac <= uc1_stage4;
                uc_skip <= 1'b0;
            end
            Group2: begin
                uc_link_ac <= uc2_stage1;
                uc_skip <= uc2_skip;
            end
            Group3: begin
                uc_link_ac <= link_ac;
                uc_skip <= 1'b0;
            end
            default: begin
                uc_link_ac <= link_ac;
                uc_skip <= 1'b0;
            end
        endcase
    end
    assign ac = link_ac[11:0];
    assign link = link_ac[12];
    assign dataout = ac[7:0];
    assign io_address = (sel_iot == iot_en) ? ir[8:6] : 6'b000000;
    assign iot_bits = ir[2:0];
    assign bit1_cp2 = iot_bits[1];
    assign bit2_cp3 = iot_bits[2];
    assign mem_load = mem_write | mem_read;
    assign write_enable = mem_write;
endmodule
module state(
    clk,
    run,
    opcode,
    indirect,
    sel_ac,
    sel_pc,
    sel_skip,
    sel_addr,
    sel_data,
    sel_iot,
    sel_ir,
    sel_ma,
    sel_md,
    mem_read,
    mem_write,
    mem_valid,
    halted
);
localparam ac_none       = 3'd0;
localparam ac_and_md     = 3'd1;
localparam ac_add_md     = 3'd2;
localparam ac_zero       = 3'd3;
localparam ac_uc         = 3'd4;
localparam ac_iot        = 3'd5;
localparam pc_none       = 3'd0;
localparam pc_data       = 3'd1;
localparam pc_ma         = 3'd2;
localparam pc_ma1        = 3'd3;
localparam pc_incr       = 3'd4;
localparam skip_none     = 2'd0;
localparam skip_md_clear = 2'd1;
localparam skip_uc       = 2'd2;
localparam skip_iot      = 2'd3;
localparam addr_none     = 2'd0;
localparam addr_ma       = 2'd1;
localparam addr_pc       = 2'd2;
localparam addr_ea       = 2'd3;
localparam data_none     = 3'd0;
localparam data_ac       = 3'd1;
localparam data_md       = 3'd2;
localparam data_pc       = 3'd3;
localparam data_pc1      = 3'd4;
localparam iot_none      = 1'd0;
localparam iot_en        = 1'd1;
localparam ir_none       = 1'd0;
localparam ir_data       = 1'd1;
localparam ma_none       = 2'd0;
localparam ma_data       = 2'd1;
localparam ma_ea         = 2'd2;
localparam md_none       = 2'd0;
localparam md_data       = 2'd1;
localparam md_data1      = 2'd2;
    input clk;
    input run;
    input [2:0] opcode;
    input indirect;
    output reg [2:0] sel_ac;
    output reg [2:0] sel_pc;
    output reg [1:0] sel_skip;
    output reg [1:0] sel_addr;
    output reg [2:0] sel_data;
    output reg [0:0] sel_iot;
    output reg [0:0] sel_ir;
    output reg [1:0] sel_ma;
    output reg [1:0] sel_md;
    output reg mem_read;
    output reg mem_write;
    input mem_valid;
    output reg halted;
    localparam integer Shalt = 3'd0;
    localparam integer SreadInstr = 3'd1;
    localparam integer SdecodeInstr = 3'd2;
    localparam integer SreadIndirect = 3'd3;
    localparam integer SexecInstr = 3'd4;
    localparam integer SexecInstr2 = 3'd5;
    reg [3:0] current_state = Shalt;
    reg [3:0] next_state;
    wire [11:0] ac = 12'b0;
    wire [11:0] ir = 12'b0;
    wire [11:0] ea = 12'b0;
    wire [11:0] pc = 12'b0;
    localparam integer OpcodeAnd = 3'b000;
    localparam integer OpcodeTad = 3'b001;
    localparam integer OpcodeIsz = 3'b010;
    localparam integer OpcodeDca = 3'b011;
    localparam integer OpcodeJms = 3'b100;
    localparam integer OpcodeJmp = 3'b101;
    localparam integer OpcodeIot = 3'b110;
    localparam integer OpcodeOpr = 3'b111;
    always @(posedge clk)
    begin
        current_state <= next_state;
    end
    always @*
    begin
        halted <= 1'b0;
        mem_read <= 1'b0;
        mem_write <= 1'b0;
        sel_ac <= ac_none;
        sel_pc <= pc_none;
        sel_skip <= skip_none;
        sel_addr <= addr_none;
        sel_data <= data_none;
        sel_iot <= iot_none;
        sel_ir <= ir_none;
        sel_ma <= ma_none;
        sel_md <= md_none;
        next_state <= current_state;
        case(current_state)
            Shalt: begin
                halted <= 1'b1;
                if(run)
                    next_state <= SreadInstr;
            end
            SreadInstr: begin
                sel_addr <= addr_pc;
                sel_ir <= ir_data;
                mem_read <= 1'b1;
                if(mem_valid)
                    next_state <= SdecodeInstr;
            end
            SdecodeInstr: begin
                if(opcode == OpcodeOpr)
                    next_state <= SexecInstr;
                else if(opcode == OpcodeIot)
                    next_state <= SexecInstr;
                else if(indirect)
                    next_state <= SreadIndirect;
                else begin
                    sel_ma <= ma_ea;
                    next_state <= SexecInstr;
                end
            end
            SreadIndirect: begin
                sel_addr <= addr_ea;
                sel_ma <= ma_data;
                mem_read <= 1'b1;
                if(mem_valid)
                    next_state <= SexecInstr;
            end
            SexecInstr: begin
                case(opcode)
                    OpcodeAnd: begin
                        sel_addr <= addr_ma;
                        sel_md <= md_data;
                        mem_read <= 1'b1;
                        if(mem_valid)
                                next_state <= SexecInstr2;
                    end
                    OpcodeTad: begin
                        sel_addr <= addr_ma;
                        sel_md <= md_data;
                        mem_read <= 1'b1;
                        if(mem_valid)
                                next_state <= SexecInstr2;
                    end
                    OpcodeIsz: begin
                        sel_addr <= addr_ma;
                        sel_md <= md_data1;
                        mem_read <= 1'b1;
                        if(mem_valid)
                                next_state <= SexecInstr2;
                    end
                    OpcodeDca: begin
                        sel_addr <= addr_ma;
                        sel_data <= data_ac;
                        mem_write <= 1'b1;
                        if(mem_valid)
                                next_state <= SexecInstr2;
                    end
                    OpcodeJms: begin
                        sel_addr <= addr_ma;
                        sel_data <= data_pc1;
                        mem_write <= 1'b1;
                        if(mem_valid)
                                next_state <= SexecInstr2;
                    end
                    OpcodeJmp: begin
                        sel_pc <= pc_ma;
                        next_state <= SreadInstr;
                    end
                    OpcodeIot: begin
                        sel_ac <= ac_iot;
                        sel_pc <= pc_incr;
                        sel_skip <= skip_iot;
                        sel_iot <= iot_en;
                        next_state <= SreadInstr;
                    end
                    OpcodeOpr: begin
                        sel_ac <= ac_uc;
                        sel_pc <= pc_incr;
                        sel_skip <= skip_uc;
                        next_state <= SreadInstr;
                    end
                    default: begin
                        next_state <= Shalt;
                    end
                endcase
            end
            SexecInstr2: begin
                sel_pc <= pc_incr;
                next_state <= SreadInstr;
                case(opcode)
                    OpcodeAnd:
                        sel_ac <= ac_and_md;
                    OpcodeTad:
                        sel_ac <= ac_add_md;
                    OpcodeIsz: begin
                        sel_pc <= pc_none;
                        next_state <= current_state;
                        sel_addr <= addr_ma;
                        sel_data <= data_md;
                        mem_write <= 1'b1;
                        if(mem_valid) begin
                            sel_pc <= pc_incr;
                            sel_skip <= skip_md_clear;
                            next_state <= SreadInstr;
                        end
                    end
                    OpcodeDca:
                        sel_ac <= ac_zero;
                    OpcodeJms:
                        sel_pc <= pc_ma1;
                    default: ;
                endcase
            end
            default:
                next_state <= Shalt;
        endcase
    end
endmodule
==> reports/metrics.cfg <==
[sta]
timing.setup.tns_ns=0
period_minus_slack_ns=4.67
slew_headroom=0.371
worst_slew_pin_slew_ns=0.934
post-route-period-util=0.880
setup_violations=0
rsz0062_at_grt=no
finalHoldViolations=0
max_freq_mhz=214
finalMaxSlewViolations=0
finalClockSkew_ns=0.0104

[power]
sw_frac_of_total=0.444
seqPwrFrac=0.281
p_sw_mw=1.63
pwr-share-comb=0.563
clkPwrFrac=0.155
total_leakage_power_nw=2.69
p_per_area_nw_per_um2=482
intPower_mw=2.04
vdd_ir_drop_max_uv=335

[yosys]
yosysUniqueCellTypes=85
synth_area_sq_um=6680
synthFlopType=edfxtp_1
syn_inst=822
ys_sh_aoi=0.275
yosys.stat.seqShare=0.288
synthAdderAreaFrac=0.0424
synthMuxAreaShare=0.0217
yosysChipArea_sq_um=6680
synth-edff-count=64
yosysTopAreaCell=edfxtp_1
avgSynthCellArea_sq_um=8.12
yosysCellCount=822
yosysWarnings=15
yosys.area.top_type_share=0.288
async_flop_share=0
ys.flops=64
simple_gate_share=0.221
synthXorXnorAreaFrac=0.0650
synthTopCellsByArea=edfxtp_1 (29%), nand2_1 (5.3%), a21oi_1 (4.9%), o21ai_0 (4.7%), xnor2_1 (4.7%)
logic_family=AND-OR/OR-AND gates

[worst_setup_path]
path_cells=inv_1 > o21ai_0 > o22ai_1 > a21oi_1 > inv_1 > ha_1 > mux2_2 > a22o_1 > clkdlybuf4s50_1
cp_max_fo=18
crit_path_top_delay_cell=edfxtp_1
startpoint_type=flop
critPathBufInv=3
cpMostUsedCell=inv_1
worstSetupPathType=flop to primary output
cp.arrival_ns=3.61
end_kind=primary output
path_delay_family=AND-OR/OR-AND gates
cp.required_ns=4.24
max_stage_delay_ns=0.69

[cells_and_area]
regArea_sq_um=1920
final_cells=1134
final_cell_mix=nand2_1 (94), nor2_1 (66), a21oi_1 (65)
syn_to_final_growth_pct=14.3
lay_top_count=nand2_1
logic_area_sq_um=4230
fillers=2260
layout-drive-gt1-share=0.0656

[cts]
cts_buffers=9
clkSlewWorstSetupHoldPaths_ns=0.06
ctsLongestPathBuffers=2
clk_latency_ns=0.34
cts-htree-levels=3
cts_tree=built
cts_setup_buffers=0
cts_num_sinks=64
cts_resized=0
clockRootBuffer=clkbuf_16
hold_buffers=0

[placed_design]
port_buffers=63
dpl.hpwl_um=17500
place_inst=1119
gp_congestion=0.973

[die]
fp_util=0.306
die_height_um=151
num_rows=54
die_x_um=151
ios=96
core_area_sq_um=21800
die_area_sq_um=22900

[route]
antenna_left=0
insertedDiodeCount=0
dr.pass1.iters=5
drt_wl_total_um=23300
vias=6574
drt-initial-drc-count=619
drc_errors=0
avgViaCountPerCell=5.80
routedWlPerCell_um=20.6

[grt]
grt_first_pass_wirelength_um=35500
grt_pass1_vias=6152
overflow=0
grt_start_max_net_pins=39
track_usage=0.214
antenna_found_initial=0

[run]
maxCapViolCount=0
warning_count=45

[outcome]
outcome=complete, no violations

[hold_path]
hold_path.class=flop to flop

[path summary, 6_finish.rpt]
check                                            startpoint         end  slack [ns]  depth (start not counted)
worst max-delay path            inst_state.current_state[0]  address[7]        0.63                          9
worst min-delay path                                  ma[1]       pc[1]        0.65                          2
worst max register to register                        ir[7]  link_ac[1]        1.45                         11
worst min register to register                        ma[1]       pc[1]        0.65                          2
[power by group through the flow]
stage | logic (mW) | clock network, mW | registers, mW
after CTS | 2.06 | 0.581 | 1.03
after global routing | 2.26 | 0.603 | 1.06
final | 2.07 | 0.571 | 1.03
[synth_stat cells, types with 4 or more instances]
cell,instances
a222oi_1,5
nand4_1,8
nor2_1,66
edfxtp_1,64
and3_1,18
o221ai_1,5
and2_1,7
a221o_1,6
nand3_1,31
a21oi_1,65
a22o_1,4
o21a_1,5
nor4_1,7
mux2i_1,4
nor3_1,23
o31ai_1,10
clkbuf_1,36
inv_1,20
a211oi_1,10
o211ai_1,12
ha_1,21
nor3b_1,4
mux2_2,8
xor2_1,11
xnor2_1,36
a31oi_1,5
a21o_1,6
or3_1,7
o22ai_1,14
a22oi_1,13
nand2_1,94
o21ai_0,63
buf_4,23
nor2b_1,9
a221oi_1,11
nand2b_1,11
clkbuf_8,9
[metal layers]
metal  part of all wire  global-route usage  vias to the layer above
met4              0.037              0.0670                        0
li1                   -                   -                     3136
met1               0.42               0.297                     3064
met3              0.090              0.0565                       54
met5                  0                   0                        -
met2               0.45               0.331                      320
[logic make-up (layout without fill, tap and decap cells)]
logic type | count (synthesis) | count (layout)
xor gates and xnor gates | 48 | 48
and+or+nand+nor | 302 | 302
DFF | 64 | 64
other | 1 | 13
AOI/OAI and AO/OA | 272 | 272
muxes | 13 | 13
adders and majority gates | 22 | 22
buffers and inverters | 100 | 120
[flip-flops by register name, indices dropped and copies added, names as in the netlist]
register and flops:
inst_state.current_state 3, ir 12, pc 12, ma 12
md 12, link_ac 13
[per-stage QoR]
step	hold WS (ns)	instance area, sq um	total power [mW]	setup slack, ns	utilization
2_1_floorplan	0.591	6720	2.30	2.01	-
3_3_place_gp	0.636	7350	3.08	1.09	0.337
3_5_place_dp	0.644	7350	3.07	1.05	0.337
4_1_cts	0.653	7630	3.66	0.677	0.350
5_1_grt	0.691	7630	3.93	0.377	0.350
6_report	0.654	7630	3.67	0.635	0.350
[cell type report]
class	count	area share
Clock buffer	9	0.0295
Clock inverter	6	0.00672
Inverter	24	0.0118
Multi-Input combinational cell	670	0.554
Sequential cell	64	0.252
Tap cell	280	0.0459
Timing Repair Buffer	81	0.100
[tightest hold or removal path, cell delays in order, from the launching register on]
cell      delay (ns)
edfxtp_1        0.38
a22oi_1         0.10
o21ai_0         0.06
Power is estimated from default activity; no workload was simulated.

**/design/flow/design.v**
```verilog
module uarttx(
    input clk, input nrst,
    input tx_load,
    input [7:0] tx_data,
    output tx_ready,
    output tx);
    wire [6:0] value;
    reg [31:0] counter = 0;
    reg [7:0] rxreg;
    always@(posedge clk)
        counter <= counter + 1;
    assign value = counter[31:25];
    parameter integer Baud = 10_000_000;
    parameter integer ClockRate = 50_000_000;
    localparam integer TxDivider = ClockRate / Baud;
    reg [$clog2(TxDivider)-1:0] tx_counter;
    reg [11:0] shift_reg;
    reg [3:0] bit_count;
    always @(posedge clk or negedge nrst)
    begin
        if(!nrst) begin
            shift_reg <= 12'hfff;
            bit_count <= 0;
        end else if(tx_load) begin
            shift_reg <= {2'b11, tx_data, 2'b01};
            bit_count <= 12;
        end else if(tx_counter == 0 && bit_count != 0) begin
            shift_reg <= {1'b1, shift_reg[11:1]};
            bit_count <= bit_count - 1'b1;
        end
    end
    assign tx = shift_reg[0];
    assign tx_ready = bit_count == 0 ? 1'b1 : 1'b0;
    always @(posedge clk or negedge nrst)
    begin
        if(!nrst)
            tx_counter <= TxDivider;
        else if(tx_counter == 0)
            tx_counter <= TxDivider;
        else
            tx_counter <= tx_counter - 4'd1;
    end
endmodule
```
**/design/flow/run.sh**
```bash
#!/bin/bash
# OpenROAD 26Q1-2900-gdf79404cd8, Yosys 0.63+post, stock flow scripts
make -C /OpenROAD-flow-scripts/flow DESIGN_CONFIG=/design/flow/config.mk WORK_HOME=/design/flow/orfs finish
```
**/design/flow/config.mk**
```make
export PLATFORM = sky130hd
export DESIGN_NAME = uarttx
export DESIGN_NICKNAME = uarttx
export VERILOG_FILES = /design/flow/design.v
export SDC_FILE = /design/flow/constraint.sdc
export NUM_CORES = 4
export LEC_CHECK = 1
export CORE_AREA = 10 10 78 78
export DIE_AREA = 0 0 88 88
```
**/design/flow/constraint.sdc**
```tcl
current_design uarttx

set clk_period 2.2
set clk_io_pct 0.2

create_clock -name clk0 -period $clk_period [get_ports {clk}]

set non_clock_inputs [all_inputs -no_clocks]
set_input_delay [expr $clk_period * $clk_io_pct] -clock clk0 $non_clock_inputs
set_output_delay [expr $clk_period * $clk_io_pct] -clock clk0 [all_outputs]
```
==> results.txt <==
impl run done, here's what came out: status=finished clean, Synth Seq Share=roughly 52%, diode count=0, chip area=between 7000 and 8000 sq um, Largest type area fraction=a little under two fifths, all-layer global routing usage=under 10%, share of layout cells above drive strength 1=a little under a third, maximum vdd drop=0.0001470 V, grt met2 use=~7.3%, Layout area overhead=34.07%, DP HPWL=1266 microns, Setup Crit Path Kind=reg -> reg, Worst Clk Skew=roughly 0.0016 ns, grt ovf=0, max_cap viols=0, post-synth top area cell=dfstp_2, synthesis area per yosys=844.6 sq um, WL per Instance=12.11 microns, clk slew on worst S/H paths=0.07 ns, Layout fillers=approximately 450, fin crit share=a little over four fifths, Die Y=slightly below 90 microns, Setup TNS=0 ns, # DRC=0, syn_area_per_cell=between 9 and 10 sq um, first-pass detailed-route iteration total=4, Slew @ Worst Pin=0.7405 ns, root buffer cell=clkbuf_8, number of synthesized register bits=17, Setup violations, final=0, Leakage=between 0.4 and 0.5 nW, Cells after Synth=approximately 86, remaining antenna violation count=0, Max-slew headroom=50.48%, RSZ-0062 raised after global routing=false, 1st-iter DRT viols=64, Final Slew Violations=0, worst skew pair latency=roughly 0.25 ns, DR vias=approximately 700, fmax=around 540 MHz, cell area power density=between 500 and 600 nW/um^2, Die X=about 88 microns, Top cells by area=dfstp_2 37%, dfrtp_1 15%, o21ai_1 7.1%, Core Footprint=between 4000 and 5000 sq um, routability congestion estimate=0.7464, Hold WC Path Type=reg -> reg, drt total wl=1926 microns, busiest grt layer=met2, post-placement cell count=approximately 150, FP Rows=24, CTS Buf Count=3, fin cells=between 150 and 200, Crit. Startpoint=tx_counter[1], drt via density=~4.4, # H-tree levels=1, IO Count=13, WP data required=~2.3 ns, Clock Sinks=17, crit-path max FO=11, Post-CTS Hold Buffers=0, ys cells=between 80 and 90, first-pass GRT wire length=about 3200 microns, core utilization at floorplan=between 10% and 20%, met1 Use GR=6.682%, hold path startpoint=tx_counter[0], Fin. Hold Viols=0, yosys warns=1, Unique masters post-synth=24, count of tool warnings=25, largest net degree at the start of global routing=23, CP startpoint kind=register, antenna violations before repair=0, CTS tree=yes, max reg flops=10, CP Capture Type=register, vias in the first global route=between 600 and 700, met3 Use GR=under 10%, CTS Buffer Depth=2, CP arrival=2.00 ns, min Tclk post-route=around 1.9 ns, I/O Buffers=12, r2r startpoint=tx_counter[1], mapped cell area=between 800 and 900 sq um
==> cells in the mapped netlist <==
| library cell | number |
|---|---|
| a211o_1 | 1 |
| nand3_1 | 2 |
| nor3_1 | 1 |
| inv_2 | 1 |
| nand2b_1 | 1 |
| inv_1 | 5 |
| dfrtp_1 | 5 |
| or3b_4 | 1 |
| or3_1 | 1 |
| clkbuf_1 | 2 |
| dfstp_2 | 12 |
| a21oi_1 | 10 |
| buf_6 | 2 |
| a31oi_1 | 7 |
| nor2_1 | 1 |
| or4b_1 | 1 |
| ha_1 | 2 |
| nor2b_1 | 7 |
| a21oi_2 | 2 |
| nand2_1 | 6 |
| o21ai_1 | 12 |
| a311o_1 | 1 |
| a21boi_1 | 1 |
| buf_2 | 2 |
==> report_power, final <==
| group | leakage, nW | switching, mW | total, mW | internal [mW] |
|---|---|---|---|---|
| clock | 0.0228 | 0.104 | 0.232 | 0.128 |
| combinational | 0.256 | 0.0252 | 0.0586 | 0.0334 |
| sequential | 0.188 | 0.00663 | 0.344 | 0.338 |
==> through the flow <==
stage | cell area (sq um) | worst slack [ns] | power [mW] | hold WS, ns | util [%]
6_report | 1132 | 0.3400 | 0.6347 | 0.4524 | 25.65
5_1_grt | 1132 | 0.2488 | 0.6606 | 0.4820 | 25.65
4_1_cts | 1107 | 0.007671 | 0.6406 | 0.4543 | 25.09
3_5_place_dp | 1027 | 0.2429 | 0.4057 | 0.4403 | 23.27
3_3_place_gp | 1027 | 0.2772 | 0.4046 | 0.4370 | 23.27
2_1_floorplan | 844.6 | 0.5937 | 0.3747 | 0.1444 | -
==> final cells by class <==
class	count	area [sq um]	share of cell area [%]
Inverter	6	22.52	1.989
Timing Repair Buffer	23	205.2	18.12
Clock buffer	4	45.04	3.978
Multi-Input combinational cell	57	354.1	31.27
Sequential cell	17	440.4	38.89
Tap cell	52	65.06	5.746
==> worst max-delay path, stage by stage (launching register included) <==
cell     delay (ns)
dfrtp_1        0.38
nor2_1         0.15
ha_1           0.41
or4b_1         0.50
a211o_1        0.30
==> per-layer routing <==
layer | up-vias | routed length (microns)
li1 | 354 | -
met1 | 327 | 862
met2 | 14 | 899
met3 | 2 | 116
met4 | 0 | 47
met5 | - | 0
==> cells in the final DEF, fill, tap and decap left out <==
cell type        netlist  routed
nor3_1                 1       1
a21boi_1               1       1
a21oi_1               10      10
dfstp_2               12      12
a211o_1                1       1
ha_1                   2       1
nand3_1                2       2
nand2b_1               1       1
a311o_1                1       1
or3_1                  1       1
dlymetal6s2s_1         0       1
nand2_1                6       6
dfrtp_1                5       5
or3b_4                 1       1
a21oi_2                2       2
o21ai_1               12      12
inv_2                  1       3
buf_4                  0      11
clkbuf_8               0       3
nor2_1                 1       1
or4b_1                 1       1
nor2b_1                7       7
inv_1                  5       3
clkdlybuf4s50_1        0      11
ha_4                   0       1
clkbuf_1               2       1
a31oi_1                7       7
==> logic make-up after synthesis <==
family	Yosys count	synth area share [%]
AND/OR/NAND/NOR	21	14.07
AND-OR/OR-AND	34	23.41
buffers and inverters	12	7.407
flip-flops	17	52.15
adder cells (fa/ha/maj)	2	2.962
==> worst paths after layout <==
check                                endpoint  slack [ns]  cells past startpoint
worst max-delay path             bit_count[3]        0.34                      4
worst max register to register   bit_count[3]        0.34                      4
worst min-delay path            tx_counter[0]        0.45                      1
min in group asynchronous       tx_counter[1]        0.63                      1
max in group asynchronous        bit_count[0]        1.11                      1
worst min register to register  tx_counter[0]        0.45                      1
==> repair_timing <==
action	in CTS	in global routing
gates resized	3	2
endpoints found under the setup margin	1	1
setup buffers	3	3
pin swaps	0	1
Power figures rest on the tool's default switching activity, not on a simulated workload.

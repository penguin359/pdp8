==> /design/flow/design.v <==
module IOT_Distributor(
    input ready_3,
    output clear_3,
    input clearacc_3,
    output [7:0] dataout_3,
    input [7:0] datain_3,
    output load_3,
    input ready_4,
    output clear_4,
    input clearacc_4,
    output [7:0] dataout_4,
    input [7:0] datain_4,
    output load_4,
    output skip_flag,
    input bit1_cp2,
    output clearacc,
    input [7:0] dataout,
    output [7:0] datain,
    input bit2_cp3,
    input [2:0] io_address
);
    assign skip_flag = (io_address == 3'b011) ? ready_3 :
                       (io_address == 3'b100) ? ready_4 :
                       1'b0;
    assign clearacc  = (io_address == 3'b011) ? clearacc_3 :
                       (io_address == 3'b100) ? clearacc_4 :
                       1'b0;
    assign datain    = (io_address == 3'b011) ? datain_3 :
                       (io_address == 3'b100) ? datain_4 :
                       8'b00000000;
    assign dataout_3 = dataout;
    assign dataout_4 = dataout;
    assign clear_3 = (io_address == 3'b011) ? bit1_cp2 : 1'b0;
    assign clear_4 = (io_address == 3'b100) ? bit1_cp2 : 1'b0;
    assign load_3  = (io_address == 3'b011) ? bit2_cp3 : 1'b0;
    assign load_4  = (io_address == 3'b100) ? bit2_cp3 : 1'b0;
endmodule
==> /design/flow/run.sh <==
#!/bin/bash
# OpenROAD 26Q1-2900-gdf79404cd8, Yosys 0.63+post, stock flow scripts
make -C /OpenROAD-flow-scripts/flow DESIGN_CONFIG=/design/flow/config.mk WORK_HOME=/design/flow/orfs finish
==> /design/flow/config.mk <==
export PLATFORM = sky130hd
export DESIGN_NAME = IOT_Distributor
export DESIGN_NICKNAME = IOT_Distributor
export VERILOG_FILES = /design/flow/design.v
export SDC_FILE = /design/flow/constraint.sdc
export NUM_CORES = 4
export LEC_CHECK = 1
export CORE_AREA = 10 10 70 70
export DIE_AREA = 0 0 80 80
==> /design/flow/constraint.sdc <==
current_design IOT_Distributor

set clk_period 3.2
set clk_io_pct 0.2

create_clock -name clk0 -period $clk_period

set non_clock_inputs [all_inputs -no_clocks]
set_input_delay [expr $clk_period * $clk_io_pct] -clock clk0 $non_clock_inputs
set_output_delay [expr $clk_period * $clk_io_pct] -clock clk0 [all_outputs]
==> out/metrics.cfg <==
[run_status]
status = completed

[logic_synthesis]
ys_cells = 34
synth_top_cell_by_count = buf_4
yosysTopAreaCellShare = 0.425
syn_area_per_cell_um2 = 8.32
synthCells = 34
syn_area_um2 = 283
area_leaders = buf_4 42%, a22o_1 25%, and2_1 8.8%
synth_warnings = 0
yosys-top-cells-count = 16 x buf_4, 8 x a22o_1, 4 x and2_1
ys_types = 7
largest_area_cell = buf_4
ys_seq_frac = 0
yosysChipArea_um2 = 283

[die]
die_w_um = 80
coreArea_um2 = 3420
die_h_um = 80
fp-utilization = 0.0828
top_level_ports = 63
row_count = 21
chip_area_um2 = 6400

[drt]
final_antenna_net_count = 0
via_count = 292
wl_per_cell_um = 12.8
dr.pass1.iters = 4
diodes = 0
totalWireLength_um = 1300
drt_iter0_drc = 4
drc = 0
via_per_inst = 2.86

[setup_path]
worst-path-max-fanout = 12
crit_required_ns = 2.56
cp-end-kind = primary output
crit_type = in -> out
critical_path_arrival_ns = 2.11
critPathLaunchType = input pin

[sta]
drv_slew = 0
setup_viol = 0
finalClockPeriodUsage = 0.860
tightest_slew_ns = 0.161
finalSetupTns_ns = 0
rsz0062_at_grt = no
hold_viol = 0
maxSlewHeadroom = 0.892
timing.hold.ws_ns = 1.28
max_clock_freq_mhz = 364
min_period_ns = 2.75

[worst_hold_path]
hold_class = in -> out

[global_routing]
overflow = 0
grt_max_degree = 13
grt_pass1_vias = 299
gr-usage-all-layers = 0.0374
antenna_found_initial = 0
grt_pass1_wl_um = 1880

[clock_tree]
post_cts.repair.setup_buffers = 0
cts.hold.buffers_added = 0
ctsResizeCount = 0

[job]
warning_count = 32
drv_cap = 0

[place]
gp_congestion = 0.748
port_buffers = 39

[power]
p_leak_nw = 0.207
cellPowerDensity_nw_per_um2 = 96.4
vdd_drop_max_uv = 39.5

[final_layout]
regArea_um2 = 0
ff_count = 0
syn_to_final_growth_pct = 111
drive_gt1_frac = 0.0893
clock_buffers = 0

kinds of logic (layout without fill, tap and decap cells):
family / count (synthesis) / count (layout) / synth area share
buffers and inverters: 18 / 40 / 0.504
AND-OR/OR-AND: 10 / 10 / 0.319
AND/OR/NAND/NOR: 6 / 6 / 0.177
layout make-up:
| type | count | area (um2) |
|---|---|---|
| tap | 46 | 57.6 |
| timing repair buffer | 40 | 398 |
| multi-input combinational | 16 | 140 |
| fill | 394 | 2820 |
critical path, cell delays in order:
cell             delay, ns
clkdlybuf4s50_1       0.41
and3b_4               0.39
a22o_1                0.19
clkdlybuf4s50_1       0.49
path summary, 6_finish.rpt:
kind	from	end	slack (ns)	cells after the start
hold / removal	dataout[2]	dataout_3[2]	1.28	0
setup / recovery	io_address[2]	datain[6]	0.45	4
cell usage in the layout (no fill, tap or decap):
| master | instances |
|---|---|
| and2_1 | 4 |
| clkdlybuf4s50_1 | 39 |
| nor3b_2 | 1 |
| a22o_2 | 2 |
| a22o_1 | 8 |
| buf_4 | 1 |
| and3b_4 | 1 |
layer usage:
metal / vias up / part of all wire / global-route usage
met2: 10 / 0.58 / 0.0706
met5: - / 0 / 0
met3: 0 / 0.073 / 0.00909
met4: 0 / 0 / 0.00880
met1: 132 / 0.35 / 0.0402
li1: 150 / - / -
power by group:
group	internal [mW]	total [mW]	switching, mW
Combinational	0.0456	0.0574	0.0118
Sequential	0	0	0
Clock	0	0	0
through the flow:
| stage | power [mW] | std cells | cell area [um2] | util | worst slack, ns |
|---|---|---|---|---|---|
| after global placement | 0.0576 | 102 | 596 | 0.174 | 0.474 |
| after floorplan | 0.0228 | 34 | 283 | - | 1.41 |
| after CTS | 0.0579 | 102 | 596 | 0.174 | 0.461 |
| final | 0.0574 | 102 | 596 | 0.174 | 0.449 |
| after global routing | 0.0608 | 102 | 596 | 0.174 | 0.418 |
| after detailed placement | 0.0578 | 102 | 596 | 0.174 | 0.464 |
No activity file was given, so power comes from the tool's default toggle rates.
